### /design/flow/run.sh
#!/bin/bash
# OpenROAD 26Q1-2900-gdf79404cd8, Yosys 0.63+post, stock flow scripts
make -C /OpenROAD-flow-scripts/flow DESIGN_CONFIG=/design/flow/config.mk WORK_HOME=/design/flow/orfs finish
### /design/flow/config.mk
export PLATFORM = sky130hd
export DESIGN_NAME = main
export DESIGN_NICKNAME = main
export VERILOG_FILES = /design/flow/design.v
export SDC_FILE = /design/flow/constraint.sdc
export NUM_CORES = 4
export LEC_CHECK = 1
export CORE_AREA = 10 10 70 70
export DIE_AREA = 0 0 80 80
### /design/flow/constraint.sdc
current_design main

set clk_period 1.3
set clk_io_pct 0.2

create_clock -name clk0 -period $clk_period [get_ports {reset}]

set non_clock_inputs [all_inputs -no_clocks]
set_input_delay [expr $clk_period * $clk_io_pct] -clock clk0 $non_clock_inputs
set_output_delay [expr $clk_period * $clk_io_pct] -clock clk0 [all_outputs]
### /design/flow/design.v
module FlipFlopD5(
    input wire reset, clk,
    input wire [4:0] D,
    output reg [4:0] S);
        always @ (posedge clk, posedge reset) begin
            if (reset) begin
                S <= 5'b0;
            end
            else
                S <= D;
        end
endmodule
module FlipFlopD2(
    input wire reset, clk,
    input wire [1:0] D,
    output reg [1:0] S);
        always @ (posedge clk, posedge reset) begin
            if (reset) begin
                S <= 2'b0;
            end
            else
                S <= D;
        end
endmodule
module FlipFlopD1(
    input wire reset, clk,
    input wire D,
    output reg S);
        always @ (posedge clk, posedge reset) begin
            if (reset) begin
                S <= 1'b0;
            end
            else
                S <= D;
        end
endmodule
module antirebote1(
    input wire clk, reset, PB1,   
    output wire out);
    wire Y1, Y2;
    assign Y1 = PB1;
    FlipFlopD1 E1(clk, reset, Y1, Y2);
    assign  Out = (~Y2 & PB1);
endmodule
module antirebote2(
    input wire clk, reset, PB2,   
    output wire out);
    wire Y1, Y2;
    assign Y1 = PB2;
    FlipFlopD1 E1(clk, reset, Y1, Y2);
    assign  Out = (~Y2 & PB2);
endmodule
module antirebote3(
    input wire clk, reset, PB3,   
    output wire out);
    wire Y1, Y2;
    assign Y1 = PB3;
    FlipFlopD1 E1(clk, reset, Y1, Y2);
    assign  Out = (~Y2 & PB3);
endmodule
module Memoria1(
    input wire clk, reset, Y,
    input wire [1:0] T,
    output wire T2);
    wire [1:0] E;  
    wire [1:0] EF;  
    assign EF[1] = (~E[1] & ~E[0] & T[1] & ~T[0] & ~Y) | (E[1] & ~E[0] & ~T[1] & ~T[0] & ~ Y);
    assign EF[0] = (~E[1] & ~E[0] & ~T[1] & T[0] & ~Y) | (~E[1] & E[0] & ~T[1] & ~T[0] & ~Y);
    FlipFlopD2 R1(clk, reset, EF, E);
    assign T2 = ~E[0];
endmodule
module Memoria2(
    input wire clk, reset, Y,
    input wire [1:0] Ta, 
    output wire [1:0] Ta2);
    wire [1:0] E;  
    wire [1:0] EF;  
    assign EF[1] = (~E[1] & ~E[0] & Ta[1] & ~Y) | (E[1] & ~Ta[1] & ~Ta[0] & ~Y);
    assign EF[0] = (~E[1] & ~E[0] & Ta[0] & ~Y) | (E[0] & ~Ta[1] & ~Ta[0] & ~Y);
    assign Ta2[1] = (E[1] & E[0]);
    assign Ta2[0] = ~E[0];
    FlipFlopD2 R2(clk, reset, EF, E);
endmodule
module Memoria3(
    input wire clk, reset, Y, 
    input wire [1:0] P, 
    output wire [1:0] P2);
    wire [1:0] E;  
    wire [1:0] EF;  
    assign EF[1] = (~E[1] & ~E[0] & P[1] & ~Y) | (E[1] & ~P[1] & ~P[0] & ~Y);
    assign EF[0] = (~E[1] & ~E[0] & P[0] & ~Y) | (E[0] & ~P[1] & ~P[0] & ~Y);
    assign P2[1] = (E[1] & E[0]);
    assign P2[0] = ~E[0];
    FlipFlopD2 R3(clk, reset, EF, E);
endmodule
module Memoria4(
    input wire clk, reset, Y,
    input wire [1:0] Ac,
    output wire Ac2);
    wire [1:0] E;  
    wire [1:0] EF;  
    assign EF[1] = (~E[1] & ~E[0] & Ac[1] & ~Ac[0] & ~Y) | (E[1] & ~E[0] & ~Ac[1] & ~Ac[0] & ~Y);
    assign EF[0] = (~E[1] & ~E[0] & ~Ac[1] & Ac[0] & ~Y) | (~E[1] & E[0] & ~Ac[1] & ~Ac[0] & ~Y);
    FlipFlopD2 R4(clk, reset, EF, E);
    assign Ac2 = ~E[0];
endmodule
module Memoria5(
    input wire clk, reset, Y,
    input wire [1:0] B,
    output wire B2);
    wire [1:0] E;  
    wire [1:0] EF;  
    assign EF[1] = (~E[1] & ~E[0] & B[1] & ~B[0] & ~Y) | (E[1] & ~E[0] & ~B[1] & ~B[0] & ~Y);
    assign EF[0] = (~E[1] & ~E[0] & ~B[1] & B[0] & ~Y) | (~E[1] & E[0] & ~B[1] & ~B[0] & ~Y);
    FlipFlopD2 R5(clk, reset, EF, E);
    assign B2 = ~E[0];
endmodule
module FSM(
    input wire clk, reset, PB1, PB2, PB3, 
    input wire [1:0] A,
    output wire [1:0] T, 
    output wire [1:0] Ta, 
    output wire [1:0] P, 
    output wire [1:0] Ac, 
    output wire [1:0]B, 
    output wire Y);
    wire [4:0]E;  
    wire [4:0]EF;  
    assign EF[4] = (E[4] & ~E[3] & ~E[2] & E[1] & ~E[0] & ~PB1 & ~PB3) | (E[4] & ~E[3] & ~E[2] & ~E[1] & ~PB1 & ~PB2 & ~PB3) | (~E[4] & E[3] & E[2] & E[1] & E[0] & ~PB1 & PB2 & ~PB3) | (~E[4] & E[3] & E[2] & E[1] & E[0] & PB1 & ~PB2 & ~PB3);
    assign EF[3] = (~E[4] & E[3] & ~PB1 & ~PB2 & ~PB3) | (~E[4] & E[2] & E[1] & ~PB1 & ~PB2 & ~PB3) | (~E[4] & E[2] & E[0] & ~PB1 & ~PB2 & ~PB3) | (~E[4] & E[3] & E[2] & ~E[1] & ~E[0] & ~PB1 & ~PB3) | (~E[4] & E[3] & E[2] & ~E[1] & ~E[0] & ~PB2 & ~PB3);
    assign EF[2] = (~E[4] & ~E[2] & E[1] & ~PB1 & ~PB2 & ~PB3) | (~E[4] & E[3] & E[0] & ~PB1 & ~PB2 & ~PB3) | (~E[4] & E[3] & E[2] & ~E[1] & ~E[0] & ~PB1 & ~PB3) | (~E[4] & E[3] & E[2] & ~E[1] & ~E[0] & ~PB2 & ~PB3) | (~E[4] & E[2] & ~E[1] & ~E[0] & ~PB1 & ~PB2 & ~PB3) | (~E[4] & E[3] & E[1] & ~PB1 & ~PB2 & ~PB3);
    assign EF[1] = (E[4] & ~E[3] & ~E[2] & E[1] & ~E[0] & ~PB1 & ~PB3) | (~E[4] & E[3] & E[2] & E[1] & ~PB1 & ~PB2 & ~PB3) | (E[4] & ~E[3] & ~E[2] & ~E[1] & ~PB1 & ~PB2 & ~PB3) | (~E[4] & E[3] & E[2] & E[0] & ~PB1 & ~PB2 & ~PB3) | (~E[4] & ~E[3] & ~E[2] & ~E[1] & E[0] & ~PB1 & PB2 & ~PB3) | (~E[4] & E[3] & E[2] & ~E[1] & ~E[0] & ~PB1 & ~PB2 & ~PB3) | (~E[4] & ~E[3] & ~E[2] & ~E[1] & E[0] & PB1 & ~PB2 & ~PB3) | (~E[4] & ~E[3] & E[2] & ~E[1] & ~E[0] & ~PB1 & ~PB2 & ~PB3 & A[1]) | (~E[4] & E[3] & ~E[2] & ~E[1] & ~E[0] & ~PB1 & ~PB2 & ~PB3 & A[1]);
    assign EF[0] = (~E[4] & E[3] & E[2] & E[1] & E[0] & ~PB1 & ~PB3) | (~E[4] & ~E[3] & ~E[2] & ~E[1] & E[0] & ~PB1 & ~PB3) | (~E[4] & E[3] & E[2] & E[1] & ~PB1 & ~PB2 & ~PB3) | (~E[4] & E[3] & E[2] & E[0] & ~PB1 & ~PB2 & ~PB3) | (E[4] & ~E[3] & ~E[2] & E[1] & ~E[0] & ~PB1 & PB2 & ~PB3) | (~E[4] & E[3] & E[2] & ~E[1] & ~E[0] & PB1 & ~PB2 & ~PB3) | (~E[4] & ~E[3] & ~E[2] & ~E[1] & ~E[0] & PB1 & ~PB2 & ~PB3) | (~E[4] & ~E[3] & E[2] & ~E[1] & ~E[0] & ~PB1 & ~PB2 & ~PB3 & A[0]) | (~E[4] & E[3] & ~E[2] & ~E[1] & ~E[0] & ~PB1 & ~PB2 & ~PB3 & A[0]);
    FlipFlopD5 S1(clk, reset, EF, E);
    assign T[1] = (~E[4] & ~E[3] & ~E[2] & E[1] & ~E[0]);
    assign T[0] = (~E[4] & ~E[3] & ~E[2] & E[1] & E[0]);
    assign Ta[1] = (~E[4] & ~E[3] & E[2] & E[1]);
    assign Ta[0] = (~E[4] & ~E[3] & E[2] & E[0]);
    assign P[1] = (~E[4] & E[3] & ~E[2] & E[1]);
    assign P[0] = (~E[4] & E[3] & ~E[2] & E[0]);
    assign Ac[1] = (~E[4] & E[3] & E[2] & E[1] & ~E[0]);
    assign Ac[0] = (~E[4] & E[3] & E[2] & ~E[1] & E[0]);
    assign B[1] = (E[4] & ~E[3] & ~E[2] & ~E[1] & E[0]);
    assign B[0] = (E[4] & ~E[3] & ~E[2] & ~E[1] & ~E[0]);
    assign Y = (E[4] & ~E[3] & ~E[2] & E[1] & ~E[0]);
endmodule
module main(
    input wire clk, reset, PB1, PB2, PB3, 
    input wire [1:0] A,
    output wire T2, Ac2, B2,
    output wire [1:0] Ta2,
    output wire [1:0] P2);
    wire K1, K2, K3, Y;
    wire [1:0] T;
    wire [1:0] Ta;
    wire [1:0] P;
    wire [1:0] Ac;
    wire [1:0] B;
    antirebote1 J1(clk, reset, PB1, K1);
    antirebote2 J2(clk, reset, PB2, K2);
    antirebote3 J3(clk, reset, PB3, K3);
    FSM I(clk, reset, K1, K2, K3, A, T, Ta, P, Ac, B, Y);
    Memoria1 W(clk, reset, Y, T, T2);
    Memoria2 W1(clk, reset, Y, Ta, Ta2);
    Memoria3 W2(clk , reset, Y, P, P2);
    Memoria4 W3(clk, reset, Y, Ac, Ac2);
    Memoria5 W4(clk, reset, Y, B, B2);
endmodule 
==> out/qor.yml <==
run_status:
  status: "complete, no violations"
timing:
  maxSlewViolCount: 0
  holdWs_ps: 226
  skew_ps: 1.40
  layout_worst_path_cycle_share_pct: 87.5
  setup_tns_ps: 0
  max_freq_mhz: 879
  setup_violations: 0
  setup_ws_ps: 163
  post-route-min-period_ps: 1140
  hold_viol: 0
  rsz0062_at_grt: "false"
pwr:
  power.leakage_uw: 0.000168
  p_per_area_nw_per_um2: 1010
  vdd_drop_max_uv: 144
floorplanning:
  dieArea_um2: 6400
  die-width_um: 80
  core_um2: 3420
  fp.dieH_um: 80
  io_pins: 14
  core.rowCount: 21
  floorplan.core_util_pct: 7.25
logic_synthesis:
  postSynthSeqShare_pct: 60.6
  synth.distinct_cells: 6
  ys_cells: 22
  avgSynthCellArea_um2: 11.3
  syn_inst: 22
  netlist_area_um2: 248
  numSynthFlops: 6
  yosys-stat-area_um2: 248
  yosys_warnings: 9
setup_path:
  cp-end-kind: "primary output"
  worstPathArrival_ps: 880
  cp_max_fo: 3
  critPathKind: "reg2out"
  worstPathRequired_ps: 1040
  worst_setup_path_start_kind: "register"
drt:
  avgViaCountPerCell: 1.73
  ant_nets: 0
  wl_per_cell_um: 5.75
  drc: 0
  n_antenna_cell: 0
  drt-initial-drc-count: 1
  via_count: 130
  dr.pass1.iters: 2
  drt_wl_total_um: 431
min_path:
  hp-class: "in2async"
cts:
  cts.sinks: 6
  numCtsBuffers: 3
  tritoncts: "done"
  clk_path_buf_depth: 2
  clk_latency_ps: 240
  htreeDepth: 1
  ctsRootBufferMaster: "clkbuf_4"
  clk_pin_slew_ps: 40
place:
  place_congestion: 0.633
  portBuffers: 4
  hpwl_um: 350
  post-place-ws_ps: 138
grt:
  grt_overflow: 0
  antenna_found_initial: 0
  grt_pass1_wl_um: 669
  grt_usage_pct: 1.44
  first_global_vias: 148
  grt_max_degree: 7
flow_run:
  warnings: 30
  maxCapViolCount: 0
final_layout:
  final_core_util_pct: 10.4
  syn_to_final_growth_pct: 43.9
  drive_above_1_share_pct: 27.6
  fillers: 403
## synth_stat cells
master	n	area, um^2
dfrtp_1	6	150
buf_4	4	30.0
inv_1	4	15.0
and2b_2	3	26.3
nor2b_1	3	18.8
conb_1	2	7.51
## power by group
part	total (uW)	internal, uW	switching [uW]
registers	187	187	0
logic	6.96	2.80	4.15
clock network	166	104	62.2
total	361	294	66.3
## cell type report
class	instances	area, um^2	area share [%]
inverter	4	15.0	4.21
sequential	6	150	42.1
clock buffer	3	22.5	6.32
tap	46	57.6	16.1
timing repair buffer	6	51.3	14.4
multi-input combinational	10	60.1	16.8
## through the flow
| stage | total power [uW] | cells | area (um^2) |
|---|---|---|---|
| CTS | 372 | 75 | 357 |
| finish | 361 | 75 | 357 |
| global placement | 198 | 70 | 323 |
| global route | 381 | 75 | 357 |
| floorplan | 202 | 24 | 255 |
| detailed placement | 198 | 70 | 323 |
## cells in the final DEF, fill, tap and decap left out, drive strengths merged
| cell | Yosys | layout |
|---|---|---|
| dfrtp | 6 | 6 |
| inv | 4 | 4 |
| conb | 2 | 4 |
| and2b | 3 | 3 |
| nor2b | 3 | 3 |
| clkbuf | 0 | 3 |
| dlygate4sd2 | 0 | 3 |
| buf | 4 | 2 |
| clkdlybuf4s50 | 0 | 1 |
## cells by family after synthesis
group | synth area share (%)
DFF | 60.6
and+or+nand+nor | 18.2
other | 3.03
buffers and inverters | 18.2
## repair_timing
action,CTS,global route
hold buffers,0,0
buffers inserted,2,0
resized,3,0
endpoints found under the setup margin,3,0
## sequential cells by signal, indices dropped and copies added (netlist names)
name	cells
W.R1.S	2
W4.R5.S	2
W3.R4.S	2
## layer usage
| layer | routed length [um] | track usage (%) | vias to the layer above |
|---|---|---|---|
| met5 | 0 | 0 | - |
| met4 | 0 | 0.352 | 0 |
| met3 | 87 | 1.82 | 0 |
| met2 | 166 | 1.61 | 6 |
| met1 | 177 | 1.62 | 58 |
| li1 | - | - | 66 |
## worst max-delay path: stages (launching register included)
cell	delay, ps
dfrtp_1	380
inv_1	50
dlygate4sd2_1	200
## worst paths after layout
check	start	to	slack [ps]	cells past startpoint
setup / recovery	W4.R5.S[0]	B2	160	2
hold / removal	clk	W3.R4.S[1]	230	2
setup reg to reg	W3.R4.S[0]	W3.R4.S[0]	500	2
hold reg to reg	W4.R5.S[0]	W4.R5.S[1]	450	1
max in group asynchronous	clk	W4.R5.S[0]	890	2
min in group clk0	W4.R5.S[0]	W4.R5.S[1]	450	1
No activity file was given, so power comes from the tool's default toggle rates.
